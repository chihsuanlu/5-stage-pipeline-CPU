**flow/run.sh**
```bash
#!/bin/bash
# OpenROAD 26Q1-2900-gdf79404cd8, Yosys 0.63+post, stock flow scripts
make -C /OpenROAD-flow-scripts/flow DESIGN_CONFIG=/design/flow/config.mk WORK_HOME=/design/flow/orfs finish
```
**flow/config.mk**
```make
export PLATFORM = sky130hd
export DESIGN_NAME = ID_EX
export DESIGN_NICKNAME = ID_EX
export VERILOG_FILES = /design/flow/design.v
export SDC_FILE = /design/flow/constraint.sdc
export NUM_CORES = 4
export LEC_CHECK = 1
export CORE_AREA = 10 10 278 278
export DIE_AREA = 0 0 288 288
```
**flow/constraint.sdc**
```tcl
current_design ID_EX

set clk_period 7.1
set clk_io_pct 0.2

create_clock -name clk0 -period $clk_period [get_ports {clk}]

set non_clock_inputs [all_inputs -no_clocks]
set_input_delay [expr $clk_period * $clk_io_pct] -clock clk0 $non_clock_inputs
set_output_delay [expr $clk_period * $clk_io_pct] -clock clk0 [all_outputs]
```
**flow/design.v**
```verilog
module ID_EX (  clk, rst, lock, flush,
                In_W, In_M, In_E, In_pc_incr, 
                In_rd_1, In_rd_2, In_extend_immed, In_rt, In_rd, In_rs,
                In_jumpoffset, In_Jump, In_shamt, In_Shift,
                Out_W, Out_M, Out_E, Out_pc_incr, 
                Out_rd_1, Out_rd_2, Out_extend_immed, Out_rt, Out_rd, Out_rs, 
                Out_jumpoffset, Out_Jump,  Out_shamt, Out_Shift
            );
    input clk, rst, lock, flush;
    input [1:0] In_W;
    input [2:0] In_M;
    input [3:0] In_E;
    input [31:0] In_pc_incr;
    input [31:0] In_rd_1, In_rd_2, In_extend_immed ;
    input [4:0] In_rt, In_rd, In_rs;
    input [25:0] In_jumpoffset;
    input [31:0] In_shamt;
    input In_Jump, In_Shift;
    output [1:0] Out_W;
    output [2:0] Out_M;
    output [3:0] Out_E;
    output [31:0] Out_pc_incr;
    output [31:0] Out_rd_1, Out_rd_2, Out_extend_immed;
    output [4:0] Out_rt, Out_rd, Out_rs;
    output [25:0] Out_jumpoffset;
    output Out_Jump, Out_Shift;
    output [31:0] Out_shamt;
    reg [1:0] Out_W;
    reg [2:0] Out_M;
    reg [3:0] Out_E;
    reg [31:0] Out_pc_incr;
    reg [31:0] Out_rd_1, Out_rd_2, Out_extend_immed;
    reg [4:0] Out_rt, Out_rd, Out_rs;
    reg [25:0] Out_jumpoffset;
    reg Out_Jump;
    reg Out_Shift;
    reg [31:0] Out_shamt;
    always @(posedge clk) begin
        if (rst||flush) begin
            Out_W <= 1'b0;
            Out_M <= 2'b0;
            Out_E <= 4'b0;
            Out_pc_incr <= 32'd0;
            Out_rd_1 <= 32'd0;
            Out_rd_2 <= 32'd0;
            Out_extend_immed <= 32'd0;
            Out_rt <= 4'd0;
            Out_rd <= 4'd0;
            Out_rs <= 4'd0;
            Out_jumpoffset <= 26'd0;
            Out_Jump <= 1'b0;
            Out_Shift <= 1'b0;
            Out_shamt <= 32'd0;
        end else if (lock == 1'b0)
        begin
            Out_W <= In_W;
            Out_M <= In_M;
            Out_E <= In_E;
            Out_pc_incr <= In_pc_incr;
            Out_rd_1 <= In_rd_1;
            Out_rd_2 <= In_rd_2;
            Out_extend_immed <= In_extend_immed;
            Out_rt <= In_rt;
            Out_rd <= In_rd;
            Out_rs <= In_rs;
            Out_jumpoffset <= In_jumpoffset;
            Out_Jump <= In_Jump;
            Out_Shift <= In_Shift;
            Out_shamt <= In_shamt;
        end
    end
endmodule
```
==> notes.org <==
#+TITLE: Physical design notes

** Pwr
- The switching portion of total power comes to roughly 23%.
- Part of the power in combinational logic :: 11.3%
- The completed layout was analyzed and its total power is 2.97 mW.
- The power report attributes to the sequential group a share of 42.1%.
- The highest supply drop recorded on VDD is 0.155 mV.
- Power spread over the standard cell area amounts to 218 nW/um2.
- In the power breakdown, the internal column shows between 2 and 2.5 mW.
- Per the OpenROAD power report, switching power amounts to between 600 and 700 uW.
- Summed over all cells, the static leakage comes to 5.31 nW.
- The clock network is responsible for 46.6% of the overall power.

** Placement
- Counting tap cells, the placed design contains a total of 2021 instances.
- The placed instances occupy a cell area of ~13000 um2.
- The count of buffers added on input and output ports is approximately 430.
- DP HPWL :: 19600 um
- Final Wtd Congestion :: roughly 0.79
- Post-placement setup slack :: 3.27 ns

** Clock tree
- Post-CTS sizing :: 0
- Latency at later pin :: between 0.5 and 0.6 ns
- Number of buffers added to fix hold violations after cts :: 0
- The CTS log lists the clock sinks for this run as 212.
- Once the clock tree was built, the setup fixing pass inserted 0 buffers.
- Root Buffer Master :: clkbuf_16
- TritonCTS built the clock tree.
- H-tree depth reported by CTS :: 1
- The CTS report gives the tree buffer count as 26.
- CTS reports a maximum clock tree buffer depth of 3.
- Clock-pin transition on the worst setup and hold timing paths :: 0.06 ns

** Routing
- Antenna-violating nets left :: 0
- Iteration count of the initial detailed-routing pass :: 4
- Per the detail_route report, the via count comes to 6224.
- Routed wire length :: 26300 um
- For this block, the initial DRC count from the detailed router was about 140.
- The routed layout reports a DRC error count of 0.
- Per-cell via count in the routed design :: 3.01
- The repair_antennas step left the layout with diodes totalling 0.
- The script logs the mean routed wire length per placed instance as between 10 and 15 um.

** Floorplan
- According to the floorplan report, the total die area is 82900 um2.
- Floorplan core density :: 10.7%
- Die span in x :: 288 um
- about 430 I/O pins were placed.
- Std-Cell Core Area :: 71400 um2
- The die is 288 um tall.
- Count of standard-cell rows :: 98

** Final timing
- Max_slew headroom :: 47.6%
- Hold-check failures listed in the final report amount to 0.
- For the final routed database, the setup TNS stands at 0 ns.
- Maximum clock skew at final layout :: 0 ns
- Worst setup margin :: 3.90 ns
- The final timing report lists a max-slew violation count of 0.
- Least-Margin Pin Slew :: slightly below 0.8 ns
- In the finished design, the share of the clock period the worst path needs comes to 45.1%.
- Post-layout minimum cycle time :: 3.20 ns
- Setup repair after global routing left no endpoint under its margin.
- Final setup fails :: 0
- FMAX :: 312 MHz

** Setup path
- Biggest fanout along the worst timing path :: 65
- In this run the register-to-register setup slack is around 6.4 ns.
- Master of the slowest instance on the critical path :: buf_4
- For the worst reg-to-reg path, the startpoint reported by OpenROAD is Out_E[0]$_SDFFE_PP0N_.
- The signal on the critical path passes through clkdlybuf4s50_1 -> or2_4 -> buf_4 -> buf_4 -> nor2_1.
- The worst setup path is captured at a flip-flop.
- CP Capture Point :: Out_extend_immed[23]$_SDFFE_PP0N_
- Register-to-Register Path Depth :: 2
- At the worst endpoint, the arrival time is roughly 3.6 ns.
- The critical path crosses 5 cells after its start point.
- Required time at the endpoint of the critical path :: 7.52 ns
- Capture instance of the worst register-to-register path :: Out_E[0]$_SDFFE_PP0N_
- In this run the worst setup path begins at rst.
- CP delay by family, top :: buffers and inverters
- Path type of the worst setup path :: in -> reg
- The script reports the combined buffer and inverter count of the critical path as 3.
- The cell that appears most often on the critical path is buf_4.
- Crit path largest cell delay :: 0.66 ns
- STA classifies the critical path startpoint as a primary input.

** Logic synthesis
- Post-Syn Instances :: 685
- The synthesized netlist was found by Yosys to have 685 cells.
- For this run, the register share of the synthesized area comes to 55.4%.
- Post-synthesis sequential element count :: 212
- Warnings reported by Yosys during synthesis add up to 1.
- Chip area in the Yosys report :: 7660 um2
- Yosys cell types :: 7
- Post-synthesis cell type with the largest combined area :: dfxtp_1
- By area the synthesized netlist is led by dfxtp_1 55%, mux2i_1 28%, nor2_1 10%.
- The mapped netlist covers 7660 um2.
- The share of synthesized area in the top cell type comes to between 50% and 60%.
- Per the post-synthesis stats, the area per cell is 11.2 um2.

** Global route
- The initial antenna violation count came to 1.
- Maximum number of pins on one net before global-route repair :: 69
- First-pass GRT wire length :: 38200 um
- Per the GRT congestion report, total overflow comes to 0.
- GRT Total Usage :: under 10%
- Number of global-route vias before repair :: 6405

** Final layout
- Proportion of layout cells with a drive suffix above 1 :: approximately 4.6%
- Top library cells by usage in the layout, fill and taps aside :: 426 x clkdlybuf4s50_1, 212 x dfxtp_1, 212 x mux2i_1, 212 x nor2_1, 27 x clkbuf_16
- Most frequent logic cell in the layout :: clkdlybuf4s50_1
- The layout stage reports a final design area of 13600 um2.
- Once layout is complete, the cells apart from fillers number 2069.
- Area Overhead vs Synth :: 77.4%

** Outcome
- The run finished with clean final reports.

** Hold path
- The min-delay analysis places its worst path in the category reg -> reg.
- Hold analysis shows the worst path with a depth of 2.

** Run
- The report counts max-capacitance violations totalling 0.
- The logs give a warning total of 25.
-- cells by family after synthesis --
kind of cell	count (synthesis)	synth area share [%]
flip-flops	212	55.4
multiplexers	212	27.7
AND/OR/NAND/NOR	213	10.5
buffers and inverters	48	6.43
-- area by class of cell --
| cell class | count | area (um2) |
|---|---|---|
| clock buffers | 39 | 791 |
| clock inverters | 9 | 113 |
| repair buffers | 434 | 4330 |
| fillers | 7722 | 57800 |
| well taps | 950 | 1190 |
| flip-flops and latches | 212 | 4240 |
| multi-input cells | 425 | 2930 |
-- worst min-delay path by stage --
stage,start,end
finish,Out_E[3]$_SDFFE_PP0N_,Out_E[3]$_SDFFE_PP0N_
CTS,Out_rd_1[23]$_SDFFE_PP0N_,Out_rd_1[23]$_SDFFE_PP0N_
global route,Out_rs[3]$_SDFFE_PP0N_,Out_rs[3]$_SDFFE_PP0N_
-- per-layer routing --
metal / global-route usage, % / vias to the layer above / wire, um
li1: - / 3096 / -
met1: 6.71 / 2776 / 10000
met2: 9.41 / 313 / 11800
met3: 3.10 / 37 / 3540
met4: 1.82 / 2 / 918
met5: 0 / - / 8
-- cell usage after synthesis --
master / count
or2_1: 1
buf_6: 41
nor2_1: 212
dfxtp_1: 212
buf_2: 4
mux2i_1: 212
clkbuf_1: 3
-- power by group through the flow --
stage         Clock (mW)  Sequential [mW]  Combinational, mW
global route        1.48             1.25              0.365
finish              1.38             1.25              0.334
CTS                 1.45             1.25              0.342
-- sequential cells by signal, indices dropped and copies added, names as in the netlist, 2 cells and up --
signal	count
Out_pc_incr	32
Out_W	2
Out_rd_2	32
Out_jumpoffset	26
Out_rs	5
Out_rd	5
Out_extend_immed	32
Out_rd_1	32
Out_rt	5
Out_M	3
Out_E	4
Out_shamt	32
-- worst register-to-register path: stages (launching register included) --
cell	delay (ns)
dfxtp_1	0.35
mux2i_1	0.15
nor2_1	0.05
-- through the flow --
| stage | hold slack, ns | utilization [%] |
|---|---|---|
| CTS | 0.497 | 19.0 |
| global placement | 0.473 | 17.8 |
| floorplan | 0.440 | - |
| finish | 0.491 | 19.0 |
| detailed placement | 0.485 | 17.8 |
| global route | 0.514 | 19.0 |
Power is estimated from default activity; no workload was simulated.
